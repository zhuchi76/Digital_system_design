<file path="flow/config.mk">
export PLATFORM = sky130hd
export DESIGN_NAME = HW3_SQTA_microprogram
export DESIGN_NICKNAME = HW3_SQTA_microprogram
export VERILOG_FILES = /design/flow/design.v
export SDC_FILE = /design/flow/constraint.sdc
export NUM_CORES = 4
export LEC_CHECK = 1
export CORE_AREA = 10 10 70 70
export DIE_AREA = 0 0 80 80
</file>
<file path="flow/run.sh">
#!/bin/bash
# OpenROAD 26Q1-2900-gdf79404cd8, Yosys 0.63+post, stock flow scripts
make -C /OpenROAD-flow-scripts/flow DESIGN_CONFIG=/design/flow/config.mk WORK_HOME=/design/flow/orfs finish
</file>
<file path="flow/design.v">
`timescale 1ns / 1ps
module HW3_SQTA_microprogram( Clk, Rst, X1, X2, X3, Z1, Z2, Z3 );
input Clk, Rst, X1, X2, X3;
output Z1, Z2, Z3;
reg Z1, Z2, Z3;
reg [10:0] LUT[0:6];
integer State;  
integer NextState;   
reg [1:0] TEST; 
reg [10:0] LUT_row;
reg select_input;         
initial begin
    LUT[0] = 11'b01001010000;
    LUT[1] = 11'b11110101100;
    LUT[2] = 11'b10011101000;
    LUT[3] = 11'b00100100010;
    LUT[4] = 11'b01000100100;
    LUT[5] = 11'b00000000001;
    LUT[6] = 11'b10101000010;
    State = 0;
    NextState = 0;
end
always @(X1 or X2 or X3) begin
    LUT_row = LUT[State];
    TEST = LUT_row[10:9];
    case(TEST)
        0: select_input = 1'b0;
        1: select_input = X1;
        2: select_input = X2;
        3: select_input = X3;
    endcase
    case(select_input)
        1'b0: NextState = LUT_row[8:6];
        1'b1: NextState = LUT_row[5:3];
    endcase
    Z1 = LUT_row[2];
    Z2 = LUT_row[1];
    Z3 = LUT_row[0];
end
always @(posedge Clk) begin
    State <= NextState;
end
endmodule
</file>
<file path="flow/constraint.sdc">
current_design HW3_SQTA_microprogram

set clk_period 1.6
set clk_io_pct 0.2

create_clock -name clk0 -period $clk_period [get_ports {Clk}]

set non_clock_inputs [all_inputs -no_clocks]
set_input_delay [expr $clk_period * $clk_io_pct] -clock clk0 $non_clock_inputs
set_output_delay [expr $clk_period * $clk_io_pct] -clock clk0 [all_outputs]
</file>
==> results.toml <==
# synthesis and place-and-route metrics
[routing]
avgRoutedWirePerCell_um = 7.64
routed_wl_um = 749
first_iter_violations = 32
antenna-diode-count = 0
drtAntennaViolNets = 0
vias = 326
drc_errors = 0
viasPerCell = 3.33
dr.pass1.iters = 4

[floorplanning]
die_x_um = 80
die_h_um = 80
ios = 8
fp.coreArea_mm2 = 0.00342
dieArea_mm2 = 0.00640
rows = 21
fp-utilization_pct = 8.13

[final_timing]
slew_headroom_pct = 76.7
setup_viol_count_final = 0
setup_slack_ns = 0.0621
max_freq_mhz = 650
post-route-min-period_ns = 1.54
worst_pin_slew_ns = 0.346
rsz0062_at_grt = "false"
period_used_pct = 96.1
clock_skew_ns = 0.00118
finalHoldViolCount = 0
drv_slew = 0

[critical_path]
worstSetupPathType = "reg2out"
end_kind = "output pin"
worstPathArrival_ns = 1.22
required_ns = 1.28
crit_path_start_kind = "register"
critPathMaxFanout = 3

[power_and_ir_drop]
vdd_drop_max_uv = 339
power-per-cell-area_mw_per_mm2 = 2000
cellLeakagePower_nw = 0.224

[logic_synthesis]
ys_ff = 3
ys_cells = 33
area_leaders = "dfxtp_1 22%, ha_1 14%, o211ai_1 11%"
syn-cell-area_um2 = 278
synth.top_cell.area_share_pct = 21.6
ys_area_um2 = 278
yosysUniqueCellTypes = 20
avgSynthCellArea_um2 = 8.42
synth_cells = 33
ys_warn_count = 1
top_area_cell = "dfxtp_1"
synth_seq_share_pct = 21.6

[finish]
syn2layout_area_growth_pct = 91.0
fin_area_um2 = 531
top_regs = "State: 3 flops"
fillers = 380
drive_above_1_share_pct = 48.1
largest_reg_flops = 3
seq_area_um2 = 62.6
regMostFlops = "State"
final-comb-area_um2 = 240

[clocking]
cts_made_buffers = 3
clk_latency_ns = 0.24
path_clk_slew_ns = 0.04
root_buffer = "clkbuf_4"
ctsHtreeMaxLevel = 1
cts_tree = "built"
cts_max_path_buffers = 2
clock-sinks = 3

[global_routing]
gr-usage-met2_pct = 4.17
grt-busiest-layer = "met2"
grt_pass1_wl_um = 1290
grt_overflow = 0
use_met1_pct = 2.65
grt_max_degree = 8
antenna_found_initial = 0
track_usage_pct = 2.38
grt_pass1_vias = 323
grt.met3_usage_pct = 0.341

[flow_run]
maxCapViolCount = 0
openroad.warnings = 28

[hold_path]
min_path_type = "reg2reg"

[place]
io_buffers = 6
place_ws_ns = -0.0589
gp_routability_congestion = 0.755
placed_cell_area_um2 = 452

[status]
status = "finished, final reports clean"
==> worst max-delay path, cell delays in order, from the launching register on <==
cell and delay, ns:
dfxtp_2 0.32, buf_4 0.15, ha_4 0.15, mux2_4 0.25, buf_2 0.11
==> cell type report <==
cell class / count / share of cell area (%)
clock buffer: 4 / 4.95
inverter: 3 / 2.12
multi-input combinational: 26 / 45.3
sequential: 3 / 11.8
tap: 46 / 10.8
timing repair buffer: 16 / 25.0
==> path summary, 6_finish.rpt <==
path,from,to,slack (ns),cells past startpoint
min reg2reg,State[0],State[2],0.61,3
max,State[0],Z2,0.06,4
min,State[0],State[2],0.61,3
max reg2reg,State[1],State[0],0.14,7
==> synth_stat cells, drive strengths merged <==
cell / number
o211ai: 4
dfxtp: 3
ha: 3
inv: 3
nand3: 3
and2: 2
mux2i: 2
o21ai: 2
a21o: 1
a21oi: 1
a31oi: 1
buf: 1
mux2: 1
nand2: 1
nand3b: 1
nand4: 1
nor2: 1
o211a: 1
o21a: 1
==> routing by layer <==
layer  vias to the layer above  wire [um]
met4                         0         53
met1                       146        319
met2                        12        345
li1                        163          -
met3                         5         31
met5                         -          0
==> cell families (layout without fill, tap and decap cells) <==
group                      Yosys count  count (layout)  share of synthesized area [%]
AOI/OAI and AO/OA                   11              11                           27.5
buffers and inverters                4              23                           8.11
muxes                                3               3                           11.3
and+or+nand+nor                      9               9                           18.0
DFF                                  3               3                           21.6
adders and majority gates            3               3                           13.5
==> placed cells by master, fill, tap and decap left out, drive strengths merged <==
cell type | Yosys | routed
inv | 3 | 3
nor2 | 1 | 1
o21a | 1 | 1
nand3b | 1 | 1
dfxtp | 3 | 3
nand3 | 3 | 3
o211ai | 4 | 4
clkdlybuf4s15 | 0 | 1
clkbuf | 0 | 5
mux2 | 1 | 1
mux2i | 2 | 2
a21oi | 1 | 1
o21ai | 2 | 2
o211a | 1 | 1
and2 | 2 | 2
nand2 | 1 | 1
a21o | 1 | 1
clkdlybuf4s50 | 0 | 3
a31oi | 1 | 1
nand4 | 1 | 1
buf | 1 | 11
ha | 3 | 3
==> power breakdown <==
part | internal (W) | total (W) | switching [W] | leakage (nW)
clock network | 0.0000938 | 0.000138 | 0.0000440 | 0.0150
logic | 0.000429 | 0.000759 | 0.000330 | 0.184
registers | 0.000122 | 0.000162 | 0.0000399 | 0.0255
==> through the flow <==
step | util, % | total power, W | cells | TNS, ns | hold WS (ns)
finish | 15.5 | 0.00106 | 98 | 0 | 0.614
global route | 15.5 | 0.00116 | 98 | 0 | 0.661
CTS | 15.5 | 0.00106 | 98 | 0 | 0.621
detailed placement | 13.2 | 0.000805 | 93 | -0.0606 | 0.628
global placement | 13.2 | 0.000796 | 93 | -0.0559 | 0.630
floorplan | - | 0.000529 | 33 | 0 | 0.513
==> repair_timing <==
item / CTS / global route
hold buffers: 0 / 0
buffers inserted: 2 / 0
pin swaps: 0 / 1
endpoints found under the setup margin: 3 / 2
resized: 19 / 4
Power figures rest on the tool's default switching activity, not on a simulated workload.
