## flow/config.mk

```make
export PLATFORM = sky130hd
export DESIGN_NAME = testing
export DESIGN_NICKNAME = testing
export VERILOG_FILES = /design/flow/design.v
export SDC_FILE = /design/flow/constraint.sdc
export NUM_CORES = 4
export LEC_CHECK = 1
export CORE_UTILIZATION = 30
```

## flow/constraint.sdc

```tcl
current_design testing

set clk_period 5.6
set clk_io_pct 0.2

create_clock -name clk0 -period $clk_period [get_ports {CLK}]

set non_clock_inputs [all_inputs -no_clocks]
set_input_delay [expr $clk_period * $clk_io_pct] -clock clk0 $non_clock_inputs
set_output_delay [expr $clk_period * $clk_io_pct] -clock clk0 [all_outputs]
```

## flow/design.v

```verilog
`timescale 1ns / 1ps
module testing(
    input CLK,
    input St,
    input [11:0]BCD,
    output Done,
    output [9:0]Binary
    );
    reg [2:0] State;
    reg shr;
    reg cor;
    reg c9;
    reg [11:0] bcd;
    reg [9:0] binary;
    integer i;
    integer flag;
    initial
    begin
        State = 0;
        shr = 0;
        cor = 0;
        c9 = 0;
        i = 0;
        flag = 0;
    end
    always @(negedge CLK) begin
        if(i>0 && flag!=1) begin
            if(bcd[3:0]>=8 || bcd[7:4]>=8 || bcd[11:8]>=8) begin
                shr <= 0;
                cor <= 1;
            end
            else begin
                shr <= 1;
                cor <= 0;
            end
            if(i==9) begin
                c9 <= 1;
            end
            else if(i!=9) begin
                c9 <= 0;
            end
        end
        else if(i==0 || flag==0) begin
            shr <= 1;
            cor <= 0;
        end
    end 
    always @(posedge CLK) begin 
        case (State)
        0:
            begin
                if(St==1'b1) begin
                    binary <= 10'b0;
                    bcd <= BCD;
                    State <= 1;
                end
                else 
                    State <= 0;
            end
        1:  
            begin
                shr <= 1;
                cor <= 0;
                State <= 2;
            end
        2: 
            begin
                flag <= 0;    
                if(c9==0) begin
                    if(shr==1 && cor==0) begin
                        State <= 2;
                        binary <= {bcd[0],binary[9:1]};
                        bcd <= bcd>>1;
                        i <= i+1;
                    end  
                    else if(shr==0 && cor==1) begin
                        State <= 3; 
                    end  
                end
                else if(c9==1) begin
                    State <= 4;
                end  
            end
        3:
            begin
                if(i==9) begin
                    c9 <= 1;
                end
                else if(i!=9) begin
                    c9 <= 0;
                end 
                if(c9==0) begin
                     State <= 2;
                     flag <= 1;
                     shr <= 1;
                     cor <= 0;
                     if(bcd[3:0] >= 8) begin
                        bcd[3:0] <= bcd[3:0] - 3;
                     end
                     if(bcd[7:4] >= 8) begin
                        bcd[7:4] <= bcd[7:4] - 3;
                     end
                     if(bcd[11:8] >= 8) begin
                        bcd[11:8] <= bcd[11:8] - 3;
                     end
                end
                else if(c9==1) begin
                    State <= 4;
                end
            end
        4:
            begin
                binary <= {bcd[0], binary[9:1]};
                bcd <= bcd >> 1;
                i <= 10;
            end
        endcase  
   end 
   assign Binary = binary;
   assign Done = (i==10 && bcd==0) ? 1'b1 : 1'b0;
endmodule
```

## flow/run.sh

```bash
#!/bin/bash
# OpenROAD 26Q1-2900-gdf79404cd8, Yosys 0.63+post, stock flow scripts
make -C /OpenROAD-flow-scripts/flow DESIGN_CONFIG=/design/flow/config.mk WORK_HOME=/design/flow/orfs finish
```

==> results_dict.tcl <==
# yosys + openroad results
set metrics [dict create \
    failing_step "synthesis" \
    ys_cells 371 \
    status "did not finish" \
    yosysSeqAreaShare_pct 50.3 \
    ff_type "edfxtp_1" \
    ys_types 43 \
    tool.error "ERROR: Found 2 problems in 'check -assert'." \
    async_flop_share_pct 0 \
    yosys_warnings 1 \
    edf_count 62 \
    synth_flops 62 \
    yosys_area_um2 3700 \
]
cell usage after synthesis, types with 11 or more instances:
cell	number	area share, %
edfxtp_1	62	50
nor2_1	49	5.0
a21oi_1	36	4.9
nand2_1	23	2.3
inv_1	18	1.8
nor4_1	16	2.7
and2_1	12	2.0
clkbuf_1	12	1.2
mux2i_1	12	3.2
nand3_1	12	1.6
xor2_1	11	2.6
cell families after synthesis:
group	count (synthesis)	synth area share, %
other	1	0.101
buffers and inverters	36	4.59
DFF	62	50.3
muxes	12	3.24
adders and majority gates	10	3.38
AOI/OAI and AO/OA	69	11.0
and+or+nand+nor	165	23.6
xor gates and xnor gates	16	3.78
