<file path="design/flow/config.mk">
export PLATFORM = sky130hd
export DESIGN_NAME = HW3_FP_subtractor
export DESIGN_NICKNAME = HW3_FP_subtractor
export VERILOG_FILES = /design/flow/design.v
export SDC_FILE = /design/flow/constraint.sdc
export NUM_CORES = 4
export LEC_CHECK = 1
export CORE_UTILIZATION = 30
</file>
<file path="design/flow/constraint.sdc">
current_design HW3_FP_subtractor

set clk_period 7.0
set clk_io_pct 0.2

create_clock -name clk0 -period $clk_period [get_ports {Clk}]

set non_clock_inputs [all_inputs -no_clocks]
set_input_delay [expr $clk_period * $clk_io_pct] -clock clk0 $non_clock_inputs
set_output_delay [expr $clk_period * $clk_io_pct] -clock clk0 [all_outputs]
</file>
<file path="design/flow/design.v">
`timescale 1ns / 1ps
module HW3_FP_subtractor(Clk, St, F1, E1, F2, E2, Fd, Ed, Done, Ovf);
input Clk, St;
input [7:0] F1;
input [4:0] E1;
input [7:0] F2;
input [4:0] E2;
output reg [7:0] Fd;
output reg [4:0] Ed;
output reg Done, Ovf;
reg [2:0] State;
reg [9:0] Fm;
reg [6:0] Em;
reg [9:0] Fs;
reg [6:0] Es;
wire [6:0] E_diff;
wire [6:0] E_diff_abs;
wire DTM, GT, LT, E_eq;
wire [6:0] Em_abs;
wire EV;
wire FV, FU;
wire [9:0] Fs_comp;
wire [9:0] Addout;
wire [9:0] Fsum;  
wire [7:0] Fd_abs;
initial begin
    State = 0;
    Fm = 0;
    Em = 0;
    Fs = 0;
    Es = 0;
    Fd = 0;
    Ed = 0;
    Done = 0;
    Ovf = 0;
end
assign E_diff = Em + (~Es+1);
assign E_diff_abs = (E_diff[6] == 1'b0) ? E_diff : ~E_diff + 1;
assign DTM = (E_diff_abs > 7) ? 1'b1 : 1'b0;
assign E_eq = (E_diff == 0) ? 1'b1 : 1'b0;
assign GT = (E_diff[6] == 1'b0 && ~E_eq) ? 1'b1 : 1'b0;
assign LT = (E_diff[6] == 1'b1 && ~E_eq) ? 1'b1 : 1'b0;
assign Fs_comp = ~Fs + 1;
assign Addout = Fm + Fs_comp;
assign Fsum = (Addout[9] == 1'b0) ? Addout : ~Addout + 1;
assign FV = Fsum[9] ^ Fsum[8];  
assign Fd_abs = (Fd[7] == 1'b0) ? Fd : ~Fd + 1;
assign FU = ~Fd_abs[6];  
assign Em_abs = (Em[6] == 1'b0) ? Em : ~Em + 1;
assign EV = Em_abs[5]; 
always @(posedge Clk) begin
    case(State)
        0:  
            begin
                if(St == 1'b1)
                begin
                    Fm <= {F1[7], F1[7], F1};
                    Fs <= {F2[7], F2[7], F2};
                    Em <= {E1[4], E1[4], E1};
                    Es <= {E2[4], E2[4], E2};
                    Done <= 1'b0;
                    Ovf <= 1'b0;
                    State <= 1;
                end
            end
        1:  
            begin
                if(Fm == 0 | Fs == 0)
                    State <= 2;
                else begin
                    if(DTM == 1'b1) begin
                        if(LT == 1'b1) begin
                            Fd <= F2;
                            Ed <= E2;
                        end
                        else if(GT == 1'b1) begin
                            Fd <= F1;
                            Ed <= E1;
                        end
                        State <= 5;
                    end
                    else if(E_eq) begin
                        State <= 2;
                    end
                    else if(LT == 1'b1) begin
                        Fm <= {Fm[9], Fm[9:1]};  
                        Em <= Em + 1;  
                    end
                    else if(GT == 1'b1) begin
                        Fs <= {Fs[9], Fs[9:1]};  
                        Es <= Es + 1;  
                    end
                end
            end
        2:  
            begin
                if(FV == 1'b0)
                    Fd <= Addout[7:0];
                else begin  
                    Fd <= Addout[8:1];
                    Em <= Em + 1;
                end
                State <= 3;
            end
        3:  
            begin
                if(Fd == 0) begin
                    Em <= 7'b1110001;
                    State <= 5;
                end
                else State <= 4;
            end
        4:  
            begin
                if(FU == 1'b0) State <= 5;
                else begin
                    Fd <= {Fd[6:0], 1'b0};  
                    Em <= Em - 1;  
                end
            end
        5:  
            begin
                Ed <= Em[4:0];
                if(EV == 1'b1)
                    Ovf <= 1'b1;
                Done <= 1'b1;
                State <= 0;
            end
    endcase
end
endmodule
</file>
<file path="design/flow/run.sh">
#!/bin/bash
# OpenROAD 26Q1-2900-gdf79404cd8, Yosys 0.63+post, stock flow scripts
make -C /OpenROAD-flow-scripts/flow DESIGN_CONFIG=/design/flow/config.mk WORK_HOME=/design/flow/orfs finish
</file>
==> results.cfg <==
; flow metrics
[logic_synthesis]
ys_warn_count = 1
top_cell_area_share_pct = 36.3
syn_area_per_cell_um2 = 8.92
ys_cells = 482
ys_area_um2 = 4300
yosys.cell_types.count = 70
most_common_cell = nand2_1
ys_seq_share_pct = 36.3
async_flop_share_pct = 0
synthTopCellsByArea = edfxtp_1 36%, ha_1 6.4%, nand2_1 5.8%
netlist_instances = 482
ys_seq_elements = 52
yosysTopAreaCell = edfxtp_1
synth_area_um2 = 4300
synthTopCellsByCount = 66 x nand2_1, 52 x edfxtp_1, 36 x nor2_1, 35 x o21ai_0
edf_count = 52
yosys_most_used_dff = edfxtp_1

[floorplanning]
initCoreUtil_pct = 30.9
die_h_um = 122
num_rows = 43
dieArea_um2 = 14800
pin_count = 43
placeableCoreArea_um2 = 13900
fp.dieW_um = 122

[pwr]
p_leak_nw = 1.95
totalPowerFinal_mw = 2.65
ir_worst_vdd_mv = 0.228
power_density_nw_per_um2 = 525

[drt]
wl_met1_um = 5070
routedWlPerCell_um = 15.8
vias = 3754
postRouteAntennaNets = 0
drc = 0
met3WireLength_um = 624
via_per_inst = 5.37
first_iter_violations = 271
dr.pass1.iters = 5
wl_met2_um = 5170
diodes = 0
wl_um = 11100
top_layer = met4

[timing]
skew_ns = 0.00567
setup_ws_ns = 3.22
min_period_ns = 3.78
whs_ns = 0.602
fin_crit_sh_pct = 54.0
slew_headroom_pct = 44.4
fmax_mhz = 265
setup_viol = 0
hold_viol_final = 0
rsz0062_at_grt = no
worst_slew_pin_slew_ns = 0.826
drv_slew = 0
fin_tns_setup_ns = 0

[cts]
cts_root_buf = clkbuf_16
cts_resized = 0
cts_buffers = 5
cts_max_level = 2
clk_path_buf_depth = 2
clkLatencyLatePin_ns = 0.29
clock_sinks = 52
postCtsSetupBuffers = 0
cts_tree = built
postCtsHoldBufs = 0
cts.clk_slew.worst_paths_ns = 0.07

[cells_and_area]
layout-drive-gt1-share_pct = 5.39
layoutNonFillerInstCount = 699
fillers = 1388
final_cell_area_um2 = 5050
area_growth_pct = 17.5
fin_util_pct = 36.3

[worst_hold_path]
hold_path_class = register to register

[global_routing]
track_usage_pct = 15.9
grt_pass1_wl_um = 17900
antenna_found_initial = 0
grt_overflow = 0
grt_max_degree = 32
grt_pass1_vias = 3549

[worst_setup_path]
path_class = register to register
ff2ff_setup_slack_ns = 3.22
crit_arrival_ns = 3.70
endpoint_kind = register
start_kind = register
crit_path_max_fanout = 16
required_ns = 6.93

[run_status]
status = completed

[run]
warning_count = 26
cap_violations = 0

[placement]
detailedPlace.worstSlack_ns = 3.22
gp_congestion = 0.906
port-buffer-count = 42
dp_hpwl_um = 8600
post-place-cells = 691
placed_area_um2 = 4900
[cell families (layout without fill, tap and decap cells)]
group,after synthesis,count (layout),synth area share (%)
simple gates,173,173,19.6
compound gates,147,147,23.7
flops,52,52,36.3
buf+inv,47,84,4.33
fa+ha+maj,25,25,7.80
xor+xnor,21,21,4.28
mux,17,17,3.98
[metal layers]
layer / global-route usage (%) / vias up
li1: - / 1877
met2: 25.8 / 113
met5: 0 / -
met1: 23.0 / 1749
met4: 2.93 / 0
met3: 2.81 / 15
[final timing paths]
kind,start,end,cells after the start
setup / recovery,Em[0],Es[0],10
hold reg to reg,Fm[6],Fm[5],2
hold / removal,Fm[6],Fm[5],2
setup reg to reg,Em[0],Es[0],10
[final cells by class]
cell class	count	area [um^2]	area share (%)
multi-input cells	383	2550	50.5
flip-flops and latches	52	1560	30.9
repair buffers	46	450	8.91
well taps	180	225	4.46
clock buffers	5	125	2.48
inverters	30	113	2.23
clock inverters	3	25.0	0.495
[layout by cell type, fill, tap and decap left out, types with 4 or more instances in the layout]
cell and n:
nand2_1 66, edfxtp_1 52, clkdlybuf4s50_1 42, nor2_1 36, o21ai_0 35, inv_1 29, a21oi_1 29, ha_1 22
mux2i_1 16, xnor2_1 15, nor3_1 11, nor2b_1 9, nand3_1 9, o211ai_1 9, o31a_1 7, xor2_1 6
o21a_1 6, nor4_1 6, nand2b_1 5, a211oi_1 5, or4_1 5, a211o_1 5, clkbuf_16 5, a221oi_1 4
and3_1 4, a21o_1 4, a22o_1 4, buf_4 4
[flip-flops by register name (all words and copies together) (netlist names)]
| signal | count |
|---|---|
| Ovf | 1 |
| Em | 7 |
| Done | 1 |
| Fm | 10 |
| Es | 7 |
| Ed | 5 |
| Fs | 10 |
| State | 3 |
| Fd | 8 |
[critical path: stages (launching register included)]
cell and delay, ns:
edfxtp_1 0.47, inv_1 0.12, ha_1 0.25, fa_1 0.43, nor2b_2 0.19, o31a_1 0.19
o21ai_0 0.11, a31o_2 0.28, or4_1 0.48, nor4_1 0.28, o21a_1 0.62
[power by group]
group	internal (mW)	switching [mW]
Combinational	0.716	0.968
Sequential	0.577	0.142
Clock	0.135	0.116
